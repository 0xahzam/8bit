<file path="run.sh">
#!/bin/bash
# OpenROAD 26Q1-2900-gdf79404cd8, Yosys 0.63+post, stock flow scripts
make -C /OpenROAD-flow-scripts/flow DESIGN_CONFIG=/design/flow/config.mk WORK_HOME=/design/flow/orfs finish
</file>
<file path="config.mk">
export PLATFORM = sky130hd
export DESIGN_NAME = cpu
export DESIGN_NICKNAME = cpu
export VERILOG_FILES = /design/flow/design.v
export SDC_FILE = /design/flow/constraint.sdc
export NUM_CORES = 4
export LEC_CHECK = 1
export CORE_AREA = 10 10 99 99
export DIE_AREA = 0 0 109 109
</file>
<file path="constraint.sdc">
current_design cpu

set clk_period 6.1
set clk_io_pct 0.2

create_clock -name clk0 -period $clk_period [get_ports {CLK}]

set non_clock_inputs [all_inputs -no_clocks]
set_input_delay [expr $clk_period * $clk_io_pct] -clock clk0 $non_clock_inputs
set_output_delay [expr $clk_period * $clk_io_pct] -clock clk0 [all_outputs]
</file>
<file path="design.v">
module barrelShifter (
    input [31:0] DATA1,
    input [4:0] shiftAmount,   
    output reg [31:0] RshiftResult
);
always @* begin
    RshiftResult = DATA1 >> shiftAmount;
end
endmodule
module alu(
    input [7:0] DATA1,
    input [7:0] DATA2,
    input [2:0] SELECT,
    output reg [7:0] RESULT,
    output reg ZERO
);
wire [31:0] RshiftResult;  
barrelShifter myRightLogicalShifter(
    .DATA1({24'd0, DATA1}),   
    .shiftAmount(DATA2[4:0]),
    .RshiftResult(RshiftResult)
);
always @* begin
    case(SELECT)
        3'b000: #1 RESULT = DATA2;            
        3'b001: #2 RESULT = DATA1 + DATA2;    
        3'b010: #1 RESULT = DATA1 & DATA2;    
        3'b011: #1 RESULT = DATA1 | DATA2;    
        3'b100: RESULT = RshiftResult; 
        3'b101: RESULT = 8'b00000000; 
        3'b110: RESULT = 8'b00000000; 
        3'b111: RESULT = 8'b00000000; 
    endcase 
end
always @* begin
    ZERO = (RESULT == 8'b0);
end
endmodule
module reg_file(
    input [2:0] INADDRESS,
    input [2:0] OUT1ADDRESS,
    input [2:0] OUT2ADDRESS,
    input WRITE,
    input CLK,
    input RESET,
    input [7:0] IN,
    output [7:0] OUT1,
    output [7:0] OUT2
);
integer i;
reg [7:0] regFile[0:7];
always @(*)
begin
    if (RESET == 1) begin
        #2;
        for (i = 0; i < 8; i = i + 1) begin
            regFile[i] = 8'b00000000;
        end
    end
end
always @(posedge CLK)
begin
    if (WRITE == 1'b1 && RESET == 1'b0) begin
        #2;
        regFile[INADDRESS] = IN;  
    end
end
assign #2 OUT1 = regFile[OUT1ADDRESS];
assign #2 OUT2 = regFile[OUT2ADDRESS];
endmodule
module mux2_1 (
    input wire se1,          
    input wire [7:0] in0, 
    input wire [7:0] in1,    
    output reg [7:0] out
);
always @* begin
    if (se1 == 1'b1) begin
        out = in0;
    end 
    else begin
        out = in1;
    end
end
endmodule
module twosCompliment (
    input wire [7:0] in,
    output reg [7:0] result
);
always @* begin
    result = ~in + 1;
end
endmodule
module adder (
    input wire [31:0] a,
    input wire [31:0] b,
    output reg [31:0] sum
);
always @* begin
    sum = a + b;
end
endmodule
module cpu (
    input [31:0] INSTRUCTION,
    input CLK,
    input RESET,
    output reg [31:0] PC
);
reg writeEnable;
reg isAdd;
reg isImmediate;
reg [2:0] aluOp;
reg [2:0] regRead1Address;
reg [2:0] regRead2Address;
reg [2:0] writeRegAddress;
reg [7:0] immediateVal;
wire [7:0] mux1out;
wire [7:0] mux2out;
wire [7:0] ALURESULT;
wire [7:0] minusVal;
reg [7:0] IN;
wire [7:0] OUT1;
wire [7:0] OUT2;
reg [7:0] OPCODE; 
reg [2:0] DESTINATION;  
reg [2:0] SOURCE1; 
reg [2:0] SOURCE2;
wire ZERO;  
wire [31:0] nextPC;
adder myadder (.a(PC), .b(32'd4), .sum(nextPC));
always @(posedge CLK) begin
    if (RESET) begin
        PC <= 32'd0;   
    end else begin
        PC <= nextPC;
    end
end
always @* begin
    OPCODE = INSTRUCTION[31:24];
    case(OPCODE)
        8'b00000000:
            begin
                writeEnable = 1'b1;
                aluOp = 3'b000;
                isAdd = 1'b1;
                isImmediate = 1'b1;
            end
        8'b00000001:
            begin
                writeEnable = 1'b1;  
                aluOp = 3'b000;
                isAdd = 1'b1;
                isImmediate = 1'b0;
            end
        8'b00000010:
            begin
                writeEnable = 1'b1;
                aluOp = 3'b001;
                isAdd = 1'b1;
                isImmediate = 1'b0;
            end
        8'b00000011:
            begin
                writeEnable = 1'b1;
                aluOp = 3'b001;
                isAdd = 1'b0;
                isImmediate = 1'b0;
            end
        8'b00000100:
            begin
                writeEnable = 1'b1;
                aluOp = 3'b010;
                isAdd = 1'b1;
                isImmediate = 1'b0; 
            end
        8'b00000101:
            begin
                writeEnable = 1'b1;
                aluOp = 3'b011;
                isAdd = 1'b1;
                isImmediate = 1'b0; 
            end
    endcase        
end
reg_file myReg (
    .IN(IN),
    .OUT1(OUT1),
    .OUT2(OUT2),
    .INADDRESS(DESTINATION),
    .OUT1ADDRESS(SOURCE1),
    .OUT2ADDRESS(SOURCE2),
    .WRITE(writeEnable),
    .CLK(CLK),
    .RESET(RESET)
);
always @* begin
    DESTINATION  = INSTRUCTION[18:16];
    SOURCE1   = INSTRUCTION[10:8];
    SOURCE2 = INSTRUCTION[2:0];
    immediateVal = INSTRUCTION[7:0];
end
twosCompliment mytwo (
    .in(OUT2),
    .result(minusVal)
);
mux2_1 mymux1 (
    .in0(OUT2),
    .in1(minusVal),
    .se1(isAdd),
    .out(mux1out)
);
mux2_1 mymux2 (
    .in0(immediateVal),
    .in1(mux1out),
    .se1(isImmediate),
    .out(mux2out)
);
alu myalu (
    .DATA1(OUT1),
    .DATA2(mux2out),
    .SELECT(aluOp),
    .RESULT(ALURESULT),
    .ZERO(ZERO)
);
always @* begin
    IN = ALURESULT;   
end
endmodule
</file>
==> GITHUB_STEP_SUMMARY <==
### Flow metrics

| Metric | Value |
|---|---|
| Total power divided by cell area | 199 mW/mm² |
| Antenna violations before repair | 0 |
| Fillers | 824 |
| Hold slack | 469 ps |
| Status | complete, no violations |
| Vias/cell | 4.27 |
| Syn_area_per_cell | 8.84 µm² |
| GRT Total Usage | 6.39% |
| Final GP Congestion | 0.745 |
| Drt pass-1 iters | 4 |
| Die area | 0.0119 mm² |
| IO Pins | 66 |
| Final non-filler cell total | 292 |
| Largest net degree at the start of global routing | 22 |
| Top delay family on crit path | buffers and inverters |
| Max incr delay on CP | 540 ps |
| Die Span X | 109 µm |
| CTS Sinks | 30 |
| Post-layout period usage | 40.7% |
| Post-synth EDFFs | 0 |
| Clock slew seen by the registers of the worst setup and hold paths | 60 ps |
| Max_cap viols | 0 |
| Slowest CP cell | clkdlybuf4s50_1 |
| Critical-path cell list | clkdlybuf4s50_1 |
| Synth async-reset ratio | 0% |
| Worst setup path category | reg2out |
| Port Buf Inserts | 31 |
| Final wirelength | 3.68 mm |
| CP Data Required Time | 4880 ps |
| Dpl hpwl | 2.62 mm |
| Main synth FF type | dfxtp_1 |
| Mapped Area | 0.00140 mm² |
| Tool warnings | 57 |
| Crit path max fanout | 7 |
| CTS resizes | 0 |
| Leak | 0.587 nW |
| Max Fclk | 403 MHz |
| GRT overflow | 0 |
| Synth-to-layout area growth | 35.1% |
| Seq cells post-synth | 30 |
| Iteration-0 DRC Markers | 82 |
| Post-CTS Hold Fix Bufs | 0 |
| Biggest register | PC |
| R2R setup slack | 4230 ps |
| Final setup vio count | 0 |
| Final Skew | 4.87 ps |
| Initial Utilization | 18.1% |
| Synth Seq Share | 43.0% |
| Arrival time worst endpoint | 1260 ps |
| Yosys Warn Count | 8 |
| Clk latency late pin | 280 ps |
| Worst Reg-to-Reg Cells | 5 |
| RSZ-0062 raised after global routing | false |
| Reg2reg end | PC[30] |
| Critical path buffer and inverter count | 1 |
| CTS tree | done |
| Setup TNS | 0 ps |
| Fin. max-slew vios | 0 |
| Regs by FF count | PC: 30 flops |
| Die Ht | 109 µm |
| Share of layout cells above drive strength 1 | 6.84% |
| Startpoint Class | flip-flop |
| Reg area | 601 µm² |
| WL per Instance | 12.6 µm |
| Vias in the first global route | 1,192 |
| Hold path endpoint | PC[2] |
| Worst flop-to-flop path startpoint | PC[2] |
| FP Rows | 32 |
| Worst vdd ir | 89.3 µV |
| Residual DRC | 0 |
| Hold Fails Final Rpt | 0 |
| Synth cell types | 30 |
| CTS root buf | clkbuf_8 |
| H-tree levels | 2 |
| Post-route core utilization | 24.4% |
| Ant diodes | 0 |
| Clock Path Buffers | 2 |
| Yosys stat area | 0.00140 mm² |
| Global-route wire length before repair | 6.20 mm |
| Minimum clock period | 2480 ps |
| Max reg flops | 30 |
| Hold Path Cell Cnt | 1 |
| Mapped Cells | 158 |
| Hold Crit Class | reg2reg |
| Critical Path End Type | primary output |
| Core area | 0.00773 mm² |
| Final ANT Viol Nets | 0 |
| Post-CTS setup buffer count | 0 |
| CTS buffer count | 5 |
| Total instance count after detailed placement | 284 |
| Gate Area | 746 µm² |
| # Cells Yosys | 158 |
| Hold_sp | PC[2] |
| DR vias | 1,248 |
layer usage:
metal	vias to the layer above	global-route usage [%]	wire length, µm
met5	-	0	0
met4	0	0.753	46
met3	4	2.39	229
met2	30	9.38	1620
met1	570	9.03	1790
li1	644	-	-
cell families after synthesis:
family | Yosys count | synth area share [%]
adder cells (fa/ha/maj) | 1 | 0.896
other | 1 | 0.269
XOR/XNOR | 11 | 6.90
flip-flops | 30 | 43.0
AND/OR/NAND/NOR | 71 | 30.7
AND-OR/OR-AND | 34 | 14.3
buffers and inverters | 10 | 3.85
Yosys cell counts (all sizes together) (4+ instances only):
master / n / area share (%)
o31ai: 12 / 6.5
dfxtp: 30 / 43
nand3: 6 / 2.2
or4: 12 / 6.5
o21ai: 5 / 1.8
buf: 4 / 2.2
nand4: 9 / 5.6
clkbuf: 5 / 1.3
nand2: 13 / 3.5
and3: 6 / 3.4
nor2: 12 / 3.2
or3: 5 / 2.2
xor2: 8 / 5.0
a21oi: 17 / 6.1
layout make-up:
cell class,instances,area share (%)
Inverter,1,0.199
Tap cell,102,6.76
Multi-Input combinational cell,119,39.5
Clock inverter,1,0.265
Sequential cell,30,31.8
Timing Repair Buffer,32,16.8
Clock buffer,7,4.58
through the flow:
stage                     area, µm²  setup slack [ps]  total power [W]
after floorplan                1400              4440         0.000209
after global placement         1800              3630         0.000215
after detailed placement       1800              3630         0.000215
after CTS                      1890              3600         0.000380
after global routing           1890              3510         0.000392
final                          1890              3620         0.000375
cell usage in the layout (no fill, tap or decap), drive strengths merged:
master	synthesis	layout
a21oi	17	17
and2	2	2
and3	6	6
and4	3	3
buf	4	1
clkbuf	5	7
clkdlybuf4s50	0	31
clkinv	0	1
conb	1	2
dfxtp	30	30
ha	1	1
inv	1	1
nand2	13	13
nand3	6	6
nand4	9	9
nor2	12	12
nor2b	1	1
nor3	1	1
nor4	1	1
o21ai	5	5
o31ai	12	12
or3	5	5
or4	12	12
xnor2	3	3
xor2	8	8
how the worst max path moves through the flow:
stage | endpoint | depth (start not counted) | from | slack [ps]
after CTS | PC[4] | 1 | PC[4] | 3600
after global routing | PC[10] | 1 | PC[10] | 3510
final | PC[4] | 1 | PC[4] | 3620
where the power goes:
part	internal [W]	total, W	switching [W]
sequential	0.000198	0.000199	0.00000181
combinational	0.00000524	0.0000104	0.00000521
clock	0.0000909	0.000165	0.0000746
total	0.000294	0.000375	0.0000816
Power is estimated from default activity; no workload was simulated.
